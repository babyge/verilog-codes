$ cat flow/run.sh
#!/bin/bash
# OpenROAD 26Q1-2900-gdf79404cd8, Yosys 0.63+post, stock flow scripts
make -C /OpenROAD-flow-scripts/flow DESIGN_CONFIG=/design/flow/config.mk WORK_HOME=/design/flow/orfs finish
$ cat flow/config.mk
export PLATFORM = sky130hd
export DESIGN_NAME = subtraction_2s_comp
export DESIGN_NICKNAME = subtraction_2s_comp
export VERILOG_FILES = /design/flow/design.v
export SDC_FILE = /design/flow/constraint.sdc
export NUM_CORES = 4
export LEC_CHECK = 1
export CORE_AREA = 10 10 70 70
export DIE_AREA = 0 0 80 80
$ cat flow/constraint.sdc
current_design subtraction_2s_comp

set clk_period 2.3
set clk_io_pct 0.2

create_clock -name clk0 -period $clk_period

set non_clock_inputs [all_inputs -no_clocks]
set_input_delay [expr $clk_period * $clk_io_pct] -clock clk0 $non_clock_inputs
set_output_delay [expr $clk_period * $clk_io_pct] -clock clk0 [all_outputs]
$ cat flow/design.v
`timescale 1ns / 1ps
module subtraction_2s_comp(
    input [0:3] a,
    input [0:3] b,
    output reg [0:4] y
    );
	 integer cy;
	 always@(a,b)
	 begin
	 if(a>b)
	 begin
	 y=((~b+1)+a);
	 if(y[0]==1)
	 y={y[1],y[2],y[3],y[4]};
	 end
	 else
	 begin
	 y=((~a+1)+b);
	 if(y[0]==1)
	 y={y[1],y[2],y[3],y[4]};
	 end
	 end
endmodule
==> results_dict.tcl <==
# place-and-route summary
set metrics [dict create \
    status "finished with violations" \
    violations "setup timing" \
    antenna_cells_inserted 0 \
    top_cell "inv_1" \
    period_needed_ps 2420 \
    pin_count 13 \
    hold_depth 4 \
    dieHeight_um 80 \
    grt_pass1_wl_um 1630 \
    yosys-top-cells-area "ha_1 28%, fa_1 13%, inv_1 11%, o21ai_1 6.5%, a21oi_1 4.9%" \
    setup_violations 3 \
    syn_area_per_cell_um2 7.54 \
    yosys_warnings 1 \
    syn-cell-area_um2 309 \
    setup_ws_ps -117 \
    cts_hold_buffers 0 \
    wirelength_um 901 \
    startpoint_type "primary input" \
    yosys_area_um2 309 \
    holdCritPathClass "primary input to primary output" \
    drtAntennaViolNets 0 \
    required_ps 1840 \
    drc 0 \
    slowest_delay_ps 330 \
    cp-startpoint "a[3]" \
    synth_seq_share_pct 0 \
    wl_per_cell_um 7.97 \
    fp.dieW_um 80 \
    initialDrtViolationCount 19 \
    grt_max_degree 5 \
    yosys.area.top_type "ha_1" \
    combGateArea_um2 315 \
    tns_ps -278 \
    ys_types 20 \
    whs_ps 1390 \
    period_used_pct 105 \
    regArea_um2 0 \
    fp_util_pct 9.05 \
    critPathSlowestCell "fa_2" \
    grt-ovfl-total 0 \
    warnings 37 \
    yosys-top-cells-count "9 x inv_1, 7 x ha_1, 4 x o21ai_1, 3 x a21oi_1" \
    row_count 21 \
    powerDensity_nw_per_um2 235 \
    grt_pass1_vias 383 \
    antenna_found_initial 0 \
    finalWeightedCongestion 0.785 \
    numPortBuffers 12 \
    cap_viol_max_count 0 \
    drt-vias-per-instance 3.21 \
    num_vias 363 \
    drv_slew 0 \
    top_area_share_pct 28.3 \
    hold_violations 0 \
    ff_count 0 \
    pre_cts_ws_ps -947 \
    dpl.hpwl_um 700 \
    chipArea_um2 6400 \
    critPathKind "primary input to primary output" \
    finalPower_uw 150 \
    area_growth_pct 107 \
    ir_drop_v 0.0000397 \
    endpoint_kind "primary output" \
    setup.worst_path.end "y[1]" \
    cp_cell_sequence "buf_8 -> inv_4 -> ha_4 -> inv_2 -> fa_2 -> a211o_1 -> o211a_4 -> mux2i_2 -> xnor2_1 -> buf_2" \
    crit_fanout 2 \
    rsz0062_at_grt "true" \
    ys_cells 41 \
    synthCells 41 \
    fill_cells 386 \
    grt.total_usage_pct 2.94 \
    clkbuf_count 0 \
    fin_util_pct 18.7 \
    fmax_mhz 414 \
    power.leakage_uw 0.000305 \
    drt_pass1_iterations 2 \
    coreArea_um2 3420 \
    cp.arrival_ps 1960 \
    drive_gt1_share_pct 53.7 \
]
==> per-layer routing <==
metal  vias up  routed length, um  global-route usage [%]
met5         -                  0                       0
met4         0                  0                       0
met3         0                 81                   0.795
met2         7                455                    5.22
met1       171                364                    3.65
li1        185                  -                       -
==> worst max-delay path, delay by kind of cell <==
| family | cells | cell delay (ps) |
|---|---|---|
| xor+xnor | 1 | 140 |
| compound gates | 2 | 430 |
| mux | 1 | 190 |
| buf+inv | 4 | 290 |
| fa+ha+maj | 2 | 450 |
==> cells in the final DEF (no fill, tap or decap) <==
cell type	count
buf_2	5
fa_1	1
ha_4	3
inv_4	1
clkdlybuf4s15_1	1
dlymetal6s2s_1	1
nand4_1	1
nand2_1	1
clkdlybuf4s50_1	1
nor2_1	1
o21ai_1	4
conb_1	1
buf_8	1
xor2_1	1
nor3_2	1
dlygate4sd2_1	3
inv_2	4
nand3b_1	1
o21a_1	1
a21oi_1	3
xnor2_1	1
nand2_2	2
ha_1	4
mux2i_2	1
inv_1	4
a211o_1	1
o211a_4	1
buf_4	13
fa_2	1
buf_6	3
==> worst min-delay path by stage <==
stage	to	start	slack [ps]
after CTS	y[3]	a[2]	1510
final	y[3]	a[2]	1390
after global routing	y[3]	a[2]	1460
==> final cells by class <==
type / instances / share of cell area (%)
multi-input cells: 30 / 49.3
well taps: 46 / 9.00
inverters: 9 / 5.68
repair buffers: 28 / 36.0
==> kinds of logic (layout without fill, tap and decap cells) <==
logic type                 Yosys count  in the layout  synth area share [%]
xor gates and xnor gates             2              2                  5.67
other                                1              1                  1.21
muxes                                1              1                  3.24
buffers and inverters               11             37                  17.0
and+or+nand+nor                      7              7                  11.7
AOI/OAI and AO/OA                   10             10                  19.8
adders and majority gates            9              9                  41.3
==> metrics by stage <==
step	cell area, um^2	cells
after floorplan	309	41
after global placement	558	109
after detailed placement	558	109
after CTS	621	112
after global routing	639	113
final	639	113
==> power by group <==
group	total [uW]	internal (uW)	switching [uW]
registers	0	0	0
clock network	0	0	0
logic	150	92.4	57.8
total	150	92.4	57.8
==> repair_timing <==
| item | CTS | global route |
|---|---|---|
| resized | 41 | 7 |
| setup endpoints to repair | 4 | 3 |
| buffers inserted | 3 | 2 |
| pin swaps | 11 | 8 |
Power is estimated from default activity; no workload was simulated.

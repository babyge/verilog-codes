File: /design/flow/config.mk
export PLATFORM = sky130hd
export DESIGN_NAME = parity_check
export DESIGN_NICKNAME = parity_check
export VERILOG_FILES = /design/flow/design.v
export SDC_FILE = /design/flow/constraint.sdc
export NUM_CORES = 4
export LEC_CHECK = 1
export CORE_AREA = 10 10 70 70
export DIE_AREA = 0 0 80 80
File: /design/flow/constraint.sdc
current_design parity_check

set clk_period 1.4
set clk_io_pct 0.2

create_clock -name clk0 -period $clk_period

set non_clock_inputs [all_inputs -no_clocks]
set_input_delay [expr $clk_period * $clk_io_pct] -clock clk0 $non_clock_inputs
set_output_delay [expr $clk_period * $clk_io_pct] -clock clk0 [all_outputs]
File: /design/flow/design.v
`timescale 1ns / 1ps
module parity_check(
    input [0:7] a,
    output reg y
    );
	 integer c,i;
	 initial c=1'b0;
	 always @(a)
	 begin
	 for(i=0;i<8;i=i+1)
	 begin
	 if(a[i]==1)
	 c=c+1;
	 end
	 if(c%2==0)
	 y=1'b0;
	 else
	 y=1'b1;
	 end
endmodule
File: /design/flow/run.sh
#!/bin/bash
# OpenROAD 26Q1-2900-gdf79404cd8, Yosys 0.63+post, stock flow scripts
make -C /OpenROAD-flow-scripts/flow DESIGN_CONFIG=/design/flow/config.mk WORK_HOME=/design/flow/orfs finish
==> results.sh <==
# implementation run metrics
export IMPL_synth_cells=11
export IMPL_violations="setup timing"
export IMPL_untimed_endpoints=1
export IMPL_start_kind="primary input"
export IMPL_grt_pass1_wl_um=703
export IMPL_io_buffers=9
export IMPL_cap_viol_max_count=0
export IMPL_rows=21
export IMPL_drive_above_1_share_pct=42.9
export IMPL_path_cells="dlygate4sd2_1, xnor2_1, xnor3_1, xnor2_2, buf_2"
export IMPL_criticalPathCategory="primary input to output port"
export IMPL_yosysWarnings=281
export IMPL_hold_slack_ns=1.14
export IMPL_largest_reg_flops=1
export IMPL_drtAntennaViolNets=0
export IMPL_overflow=0
export IMPL_yosys_area_um2=116
export IMPL_rsz0062_at_grt="true"
export IMPL_power_uw=112
export IMPL_worst_pin_slew_ns=0.229
export IMPL_period_needed_ns=1.54
export IMPL_relSlewSlack_pct=84.6
export IMPL_die_height_um=80
export IMPL_unclocked_pins=1
export IMPL_track_usage_pct=1.30
export IMPL_cp_slowest_cell="xnor3_1"
export IMPL_met2WireLength_um=214
export IMPL_cts_hold_repair_buffers=0
export IMPL_power_density_nw_per_um2=406
export IMPL_drtIter0Drc=0
export IMPL_setup_viol=1
export IMPL_slew_viol_final=0
export IMPL_fp_util_pct=3.41
export IMPL_ys_cells=11
export IMPL_grt_antenna_before_repair=0
export IMPL_status="finished with violations"
export IMPL_die_width_um=80
export IMPL_yosys_cell_types_count=7
export IMPL_hold_violations=0
export IMPL_max_stage_delay_ns=0.28
export IMPL_vias_per_cell=1.72
export IMPL_synth_avg_cell_area_um2=10.6
export IMPL_cp_max_fo=2
export IMPL_ys_flops=1
export IMPL_core_area_um2=3420
export IMPL_fin_util_pct=8.06
export IMPL_fmax_mhz=648
export IMPL_first_pass_iters=1
export IMPL_hp_class="primary input to output port"
export IMPL_worst_slack_ns=-0.142
export IMPL_openroad_warnings=34
export IMPL_grt_max_degree=3
export IMPL_dieArea_um2=6400
export IMPL_fin_crit_sh_pct=110
export IMPL_wl_met1_um=174
export IMPL_fillers=416
export IMPL_grt_pass1_vias=126
export IMPL_maxUsedRoutingLayer="met3"
export IMPL_worstPathArrival_ns=1.26
export IMPL_syn_area_um2=116
export IMPL_wl_met3_um=35
export IMPL_vias=115
export IMPL_cp_end_kind="output port"
export IMPL_drc=0
export IMPL_diodes=0
export IMPL_ir_worst_vdd_uv=77.5
export IMPL_gp_congestion=0.603
export IMPL_totalWireLength_um=423
export IMPL_ios=9
export IMPL_p_leak_nw=0.122
export IMPL_wire_per_inst_um=6.31
export IMPL_area_growth_syn_to_layout_pct=137
export IMPL_worstPathRequired_ns=1.12
==> where the power goes <==
group | total, mW | leakage [nW] | switching, mW | internal (mW)
Sequential | 0.00308 | 0.00810 | 0.0000270 | 0.00306
Combinational | 0.109 | 0.113 | 0.0335 | 0.0750
Clock | 0 | 0 | 0 | 0
Total | 0.112 | 0.122 | 0.0335 | 0.0781
==> layout by cell type (no fill, tap or decap), drive strengths merged <==
master / instances
xnor3: 1
clkdlybuf4s50: 1
or4: 2
dlxtn: 1
xnor2: 5
buf: 3
dlymetal6s2s: 2
dlygate4sd2: 1
nor2: 1
xor2: 1
clkbuf: 3
==> metrics by stage <==
step | instances | cell area [µm²] | TNS, ns | setup WS, ns
global route | 67 | 275 | -0.159 | -0.159
global placement | 66 | 264 | -0.926 | -0.926
CTS | 66 | 255 | -0.373 | -0.373
detailed placement | 66 | 264 | -0.925 | -0.925
floorplan | 11 | 116 | 0 | 0.167
finish | 67 | 275 | -0.142 | -0.142
==> layout make-up <==
cell class | count | area (µm²) | area share (%)
sequential | 1 | 15.0 | 5.45
multi-input combinational | 10 | 116 | 42.3
tap | 46 | 57.6 | 20.9
timing repair buffer | 10 | 86.3 | 31.4
==> cell families after synthesis <==
group / share of synthesized area [%]
and+or+nand+nor: 16.1
xor gates and xnor gates: 71.0
latches: 12.9
==> cells in the mapped netlist (all sizes together) <==
library cell	count	area [µm²]
xor2	1	8.76
xnor2	5	51.3
xnor3	1	22.5
dlxtn	1	15.0
or4	2	15.0
nor2	1	3.75
==> layer usage <==
layer,track usage [%],up-vias
li1,-,59
met1,1.73,52
met2,2.01,4
met3,0.568,0
met4,0,0
met5,0,-
==> worst max-delay path, delay by kind of cell <==
kind	cells	cell delay, ns
XOR/XNOR	3	0.61
buffers and inverters	2	0.37
==> path summary, 6_finish.rpt <==
path,startpoint,to,slack (ns),cells past startpoint
max,a[0],y,-0.14,5
min,a[2],y,1.14,5
==> what timing repair did <==
action,in CTS,in global routing
resized,6,16
endpoints found under the setup margin,1,1
pin swaps,2,7
buffers inserted,0,1
No activity file was given, so power comes from the tool's default toggle rates.
